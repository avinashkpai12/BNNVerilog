`flow/design.v`:
```
module BNN
(
	input wire		run,		 
	output reg		busy,
	input wire 		reset,		 
	input wire		clk,		 
	output reg [11:0]	dut_sram_write_address,
	output reg [15:0]	dut_sram_write_data,
	output reg 			wr_enable,
	output reg [11:0]	dut_sram_read_address,	 
	input wire [15:0]	sram_dut_read_data,	 
	output reg [11:0]	dut_wmem_read_address,
	input wire [15:0]	wmem_dut_read_data
);
	localparam s0  = 3'b000;
	localparam s1  = 3'b001;
	localparam s2  = 3'b010;
	localparam s3  = 3'b011;
	localparam s4  = 3'b100;
	localparam s5  = 3'b101;
	localparam s6  = 3'b110;
	localparam s7  = 3'b111;
	localparam s8  = 4'b1000;
	localparam s9  = 4'b1001;
	localparam s10 = 4'b1010;
	localparam s11 = 4'b1011;
	localparam s12 = 4'b1100;
	localparam s13 = 4'b1101;
	localparam s14 = 4'b1110;
	reg [15:0]		SizeCount;	 
	reg [15:0]		SizeCount_check;   
	reg [15:0]		Ain;		 
	reg [15:0]		Win;
	reg [15:0]		Accumulator;	 
	reg [3:0]		current_state;	 
	reg [3:0]		next_state;	 
	reg [1:0]		size_count_sel;	 
	reg [1:0]		wmem_read_addr_sel; 
	reg [1:0]		write_addr_sel;  
	reg [1:0]		read_addr_sel;	 
	reg				WEnable;  
	reg [15:0]		RowN;
	reg [15:0]		RowN1;
	reg [15:0]		RowN2;
	reg [2:0]		result;  
	reg [15:0]		Result_RowN;  
	reg 			carry;
	reg [15:0]		Output;  
	reg 			busy_val;
	integer i;
	always @(posedge clk or negedge reset) begin
		if (!reset)begin
			current_state <= 4'b0;
			busy <= 0;
		end
		else begin
			current_state <= next_state;
			busy <= busy_val;
		end	
	end
	always @(*) begin
		casex (current_state)
			s0 : begin
				size_count_sel 	= 2'b10;
				read_addr_sel 	= 2'b10;
				wmem_read_addr_sel = 2'b10;
				write_addr_sel = 2'b10;
				wr_enable	= 1'b0;
				WEnable = 1'b0;
				busy_val = 0;
				if (run == 1'b1)
					next_state = s1;
				else
					next_state = s0;
			end
			s14 : begin
				size_count_sel 	= 2'b10;
				read_addr_sel 	= 2'b10;
				wmem_read_addr_sel = 2'b10;
				write_addr_sel = 2'b10;
				wr_enable	= 1'b0;
				WEnable = 1'b0;
				busy_val = 1;
				if (run == 1'b1)
					next_state = s1;
				else
					next_state = s0;
			end	
			s1 : begin
				size_count_sel 	= 2'b10;
				read_addr_sel 	= 2'b00;
				wmem_read_addr_sel = 2'b00;
				write_addr_sel = 2'b10;
				wr_enable	= 1'b0;
				WEnable = 1'b0;
				busy_val = 1;
				next_state 	= s2;
			end
			s2 : begin
				size_count_sel 	= 2'b10;
				read_addr_sel 	= 2'b01;
				wmem_read_addr_sel = 2'b01;
				write_addr_sel = 2'b10;
				wr_enable	= 1'b0;
				WEnable = 1'b0;
				busy_val = 1;
				if(sram_dut_read_data == 8'hff)
					next_state = s14;
				else
					next_state 	= s3;
			end
			s3 : begin
				size_count_sel 	= 2'b00;
				read_addr_sel 	= 2'b01;
				wmem_read_addr_sel = 2'b10;
				write_addr_sel = 2'b10;
				wr_enable	= 1'b0;
				WEnable = 1'b0;
				busy_val = 1;
				next_state = s4;
			end
			s4 : begin
				size_count_sel 	= 2'b00;
				read_addr_sel 	= 2'b01;
				wmem_read_addr_sel = 2'b10;
				write_addr_sel = 2'b10;
				wr_enable	= 1'b0;
				WEnable = 1'b0;
				busy_val = 1;
				next_state = s5;
			end
			s5 : begin
				size_count_sel 	= 2'b01;
				read_addr_sel 	= 2'b01;
				wmem_read_addr_sel = 2'b10;
				write_addr_sel = 2'b10;
				wr_enable	= 1'b0;
				WEnable = 1'b1;
				busy_val = 1;
				if(SizeCount == (SizeCount_check - 16'b10))
					next_state = s8;
				else
					next_state = s5;
			end
			s6 : begin
				size_count_sel 	= 2'b01;
				read_addr_sel 	= 2'b10;
				wmem_read_addr_sel = 2'b10;
				write_addr_sel = 2'b01;
				wr_enable	= 1'b1;
				WEnable = 1'b1;
				busy_val = 1;
				if (SizeCount == 16'b01)
					next_state = s7;
				else
					next_state = s6;
			end
			s7 : begin
				size_count_sel 	= 2'b10;
				read_addr_sel 	= 2'b10;
				wmem_read_addr_sel = 2'b10;
				write_addr_sel = 2'b01; 
				wr_enable	= 1'b1;
				WEnable = 1'b1;
				busy_val = 1;
				next_state = s10;
			end
			s8 : begin
				size_count_sel 	= 2'b01;
				read_addr_sel 	= 2'b01;
				wmem_read_addr_sel = 2'b10;
				write_addr_sel = 2'b00;
				wr_enable	= 1'b1;
				WEnable = 1'b1;
				busy_val = 1;
				next_state 	= s9;
			end
			s9 : begin
				size_count_sel 	= 2'b01;
				read_addr_sel 	= 2'b01;
				wmem_read_addr_sel = 2'b10;
				write_addr_sel = 2'b01;
				wr_enable	= 1'b1;
				WEnable = 1'b1;
				busy_val = 1;
				if (SizeCount == 16'b10)
					next_state = s6;
				else
					next_state 	= s9;
			end
			s10 : begin
				size_count_sel 	= 2'b10;
				read_addr_sel 	= 2'b01;
				wmem_read_addr_sel = 2'b01;
				write_addr_sel = 2'b10;
				wr_enable	= 1'b1;
				WEnable = 1'b1;
				busy_val = 1;
				next_state = s11;
				if(sram_dut_read_data == 8'hff)
					next_state = s14;
				else
					next_state 	= s11;
				end
			s11 : begin
				size_count_sel 	= 2'b00;
				read_addr_sel 	= 2'b01;
				wmem_read_addr_sel = 2'b10;
				write_addr_sel = 2'b10;
				wr_enable	= 1'b0;
				WEnable = 1'b0;
				busy_val = 1;
				next_state = s12;
				end
			s12 : begin
				size_count_sel 	= 2'b00;
				read_addr_sel 	= 2'b01;
				wmem_read_addr_sel = 2'b10;
				write_addr_sel = 2'b10;
				wr_enable	= 1'b0;
				WEnable = 1'b0;
				busy_val = 1;
				next_state = s13;
				end
			s13 : begin
				size_count_sel 	= 2'b01;
				read_addr_sel 	= 2'b01;
				wmem_read_addr_sel = 2'b10;
				write_addr_sel = 2'b10;
				wr_enable	= 1'b0;
				WEnable = 1'b1;
				busy_val = 1;
				if(SizeCount == (SizeCount_check - 16'b10))
					next_state = s9;
				else
					next_state = s13;
				end
			default : begin
				size_count_sel 	= 2'b10;
				read_addr_sel 	= 2'b10;
				wmem_read_addr_sel = 2'b10;
				write_addr_sel = 2'b10;
				wr_enable	= 1'b0;
				WEnable = 1'b0;
				busy_val = 1;
				next_state 	= s0;
			end
		endcase 
	end
	always @(posedge clk) begin
			if (size_count_sel == 2'b0)
				begin
					SizeCount <= sram_dut_read_data;
					SizeCount_check <= sram_dut_read_data;
				end
			else if (size_count_sel == 2'b01)
				begin
					SizeCount <= SizeCount - 16'b1;
					SizeCount_check <= SizeCount_check;
				end
			else if(size_count_sel == 2'b10)
				begin
					SizeCount <= SizeCount;
					SizeCount_check <= SizeCount_check;
				end
	end	
	always @(*) begin
		carry = 1'b0;
		result = 3'b0;
		Result_RowN = 16'b0;
		for(i=0; i<14; i = i+1) begin
			{carry, result} = {2'b00,((RowN2[i]~^Win[0]))} + {2'b00,((RowN2[i+1]~^Win[1]))} + {2'b00,((RowN2[i+2]~^Win[2]))} +
							{2'b00,((RowN1[i]~^Win[3]))} + {2'b00,((RowN1[i+1]~^Win[4]))} + {2'b00,((RowN1[i+2]~^Win[5]))} +
							{2'b00,((RowN[i]~^Win[6]))} + {2'b00,((RowN[i+1]~^Win[7]))} + {2'b00,((RowN[i+2]~^Win[8]))};
		if({carry,result} <= 3'b100)
			begin
				Result_RowN[i] = 0;	
			end
		else
			begin
				Result_RowN[i] = 1;
			end
	end
		if(SizeCount_check == 16'b1100) begin
			Result_RowN = {6'b0, Result_RowN[9:0]};
		end
		else if (SizeCount_check == 16'b1010) begin
			Result_RowN = {8'b0, Result_RowN[7:0]};
		end
	end
	always @(posedge clk) begin
			if (WEnable == 1'b0) begin
				Ain <= 16'b0;
				Win <= 16'b0;
				RowN<= 16'b0;
				RowN1<= 16'b0;
				RowN2<= 16'b0;
			end
			else if (WEnable == 1'b1) begin
				Ain <= sram_dut_read_data[15:0];
				Win <= wmem_dut_read_data[15:0];
				RowN<= sram_dut_read_data[15:0];
				RowN1<=RowN;
				RowN2<=RowN1;
			end
	end
	always @(posedge clk) begin
			if (read_addr_sel == 2'b0)
				dut_sram_read_address <= 12'b0;  
			else if (read_addr_sel == 2'b01)
				dut_sram_read_address <= dut_sram_read_address + 12'b1;
			else if (read_addr_sel == 2'b10)
				dut_sram_read_address <= dut_sram_read_address;
	end
	always @(posedge clk) begin
			if(write_addr_sel == 2'b0)
				begin
					dut_sram_write_address <= 12'b0;
					dut_sram_write_data <= Result_RowN;					
				end
			else if(write_addr_sel == 2'b01)
				begin
					dut_sram_write_address <= dut_sram_write_address + 12'b1;
					dut_sram_write_data <= Result_RowN;
				end
			else if(write_addr_sel == 2'b10)
				begin	
					dut_sram_write_address <= dut_sram_write_address;
					dut_sram_write_data <= dut_sram_write_data;
				end
	end
	always @(posedge clk) begin
			if (wmem_read_addr_sel == 2'b0)
				dut_wmem_read_address <= 12'b1;  
			else if (wmem_read_addr_sel == 2'b01)
				dut_wmem_read_address <= 12'b1;
			else if (wmem_read_addr_sel == 2'b10)
				dut_wmem_read_address <= dut_wmem_read_address;
	end
endmodule
```
`flow/run.sh`:
```
#!/bin/bash
# OpenROAD 26Q1-2900-gdf79404cd8, Yosys 0.63+post, stock flow scripts
make -C /OpenROAD-flow-scripts/flow DESIGN_CONFIG=/design/flow/config.mk WORK_HOME=/design/flow/orfs finish
```
`flow/config.mk`:
```
export PLATFORM = sky130hd
export DESIGN_NAME = BNN
export DESIGN_NICKNAME = BNN
export VERILOG_FILES = /design/flow/design.v
export SDC_FILE = /design/flow/constraint.sdc
export NUM_CORES = 4
export LEC_CHECK = 1
export CORE_UTILIZATION = 50
```
`flow/constraint.sdc`:
```
current_design BNN

set clk_period 8.6
set clk_io_pct 0.2

create_clock -name clk0 -period $clk_period [get_ports {clk}]

set non_clock_inputs [all_inputs -no_clocks]
set_input_delay [expr $clk_period * $clk_io_pct] -clock clk0 $non_clock_inputs
set_output_delay [expr $clk_period * $clk_io_pct] -clock clk0 [all_outputs]
```
==> impl_metrics.tcl <==
# implementation run metrics
set metrics [dict create \
    status "finished, final reports clean" \
    drt_iter0_drc 231 \
    logic_family "adder cells" \
    mux_area_frac 0.00109 \
    crit_type "flop to flop" \
    rsz0062_at_grt "false" \
    row_count 49 \
    r2r_end "dut_sram_write_data[8]" \
    area_leaders "dfxtp_1, fa_1, edfxtp_1, xor2_1, xnor2_1" \
    gp_congestion 0.898 \
    area_growth_pct 16.2 \
    edf_count 46 \
    hp-class "flop to flop" \
    maxCapViolCount 0 \
    skew_ps 12.0 \
    reg2reg_depth 11 \
    hold_depth 0 \
    cts-root-buf "clkbuf_16" \
    io_buffers 67 \
    ff_type "dfxtp_1" \
    async_reset_ff_frac 0.112 \
    tns_ps 0 \
    vias 6106 \
    synthAdderAreaFrac 0.198 \
    cts_setup_buffers 0 \
    synth_cells 884 \
    worst-slew-pin-transition_ps 716 \
    viasPerCell 5.12 \
    num_io_pins 89 \
    detail_route.first_pass.iterations 4 \
    post-route-period-util 0.453 \
    drt_drc_violations_left 0 \
    r2r_setup_slack_ps 4700 \
    fp_util 0.511 \
    syn_area_mm2 0.00921 \
    openroad.warnings 34 \
    maxSlewViolCount 0 \
    p_leak_nw 4.48 \
    grt.overflow.total 0 \
    yosys_warnings 1 \
    drive_gt1_frac 0.0540 \
    mostFrequentLayoutCell "xor2_1" \
    crit_path_start_kind "flop" \
    worstSetupEndpointType "flop" \
    track_usage 0.219 \
    wirelength_um 18300 \
    finalHoldViolCount 0 \
    yosys_cells 884 \
    synth_top_area_share 0.176 \
    antenna_cells 0 \
    worstPathRequired_ps 8820 \
    simple_gate_share 0.137 \
    fmax_ghz 0.257 \
    clock_latency_ps 420 \
    yosys.area.top_type "dfxtp_1" \
    fp.dieW_um 138 \
    ys_sh_aoi 0.0661 \
    arrival_ps 4110 \
    h-tree-depth 4 \
    powerDensity_mw_per_mm2 263 \
    antenna_found_initial 0 \
    ir_drop_uv 181 \
    path_clk_slew_ps 70 \
    cts_hold_buf 0 \
    xor_area_frac 0.172 \
    dieArea_mm2 0.0190 \
    placed_cell_area_mm2 0.0101 \
    tritoncts "done" \
    worstHoldStart "current_state[12]" \
    avgSynthCellArea_um2 10.4 \
    yosysChipArea_mm2 0.00921 \
    die_y_um 138 \
    ys_seq_share 0.370 \
    period_needed_ps 3900 \
    ys_ff 143 \
    post_cts_resized 0 \
    setup_viol 0 \
    fin_util 0.594 \
    synth.distinct_cells 52 \
    post_drt_wl_per_cell_um 15.4 \
    ant_nets 0 \
    dp.final_hpwl_um 13300 \
    cts-buffers-inserted 17 \
    regToRegStartpoint "Win[0]" \
    grt_pass1_vias 6093 \
    critPathMaxFanout 14 \
    final_area_mm2 0.0107 \
    mostFrequentLayoutCells "xor2_1, dfxtp_1, inv_1, fa_1, clkdlybuf4s50_1" \
    grt_pass1_wl_um 30200 \
    slew_headroom 0.518 \
    cts.sinks 143 \
    clockBufferDepth 2 \
    holdPathEnd "current_state[2]" \
    grt_max_degree 58 \
    coreArea_mm2 0.0180 \
]
[worst max-delay path, stage by stage, from the launching register on]
cell	delay, ps
dfxtp_1	310
buf_4	270
xnor2_1	150
fa_1	560
inv_1	60
fa_1	500
fa_1	510
fa_1	470
fa_1	390
xnor2_1	150
nand2_1	70
a21oi_1	260
[metal layers]
metal  part of all wire  track usage  vias to the layer above  routed length, um
li1                   -            -                     3004                  -
met1               0.48        0.351                     2967               8800
met2               0.46        0.331                      118               8440
met3              0.042       0.0458                       17                768
met4              0.016       0.0344                        0                302
met5                  0            0                        -                  0
[Yosys cell counts (all sizes together), types with 2 or more instances]
cell type / n
xor2: 125
ha: 34
or4: 4
o21ai: 54
nor2: 29
nor3: 15
nand3b: 8
nor4: 6
conb: 2
xnor2: 56
and3: 7
a21oi: 29
buf: 18
and4b: 2
nand3: 11
and2: 4
edfxtp: 46
or3: 19
clkbuf: 27
nand2b: 2
nand4: 5
dfxtp: 81
fa: 70
dfrtp: 15
nand2: 49
nor2b: 60
nor4b: 4
a2111oi: 2
a21o: 8
a31oi: 3
inv: 74
[kinds of logic after synthesis]
logic type      after synthesis
compound gates              105
xor+xnor                    181
fa+ha+maj                   104
buf+inv                     119
flops                       143
mux                           1
other cells                   2
simple gates                229
[metrics by stage]
step	power, mW	std cells	worst slack [ps]	hold slack [ps]
5_1_grt	3.10	1192	4490	392
4_1_cts	2.85	1192	4680	376
6_report	2.81	1192	4700	374
3_5_place_dp	2.07	1160	4730	360
2_1_floorplan	1.80	896	4440	355
3_3_place_gp	2.01	1160	4720	360
[power breakdown]
part / internal [mW] / total (mW) / switching (mW)
clock: 0.447 / 0.764 / 0.316
combinational: 0.554 / 1.17 / 0.615
sequential: 0.804 / 0.879 / 0.0750
[sequential cells by signal, summed over array words and instances, names as in the netlist]
signal and cells:
RowN1 16, RowN2 16, RowN 16, SizeCount 16, SizeCount_check 16, current_state 15, dut_sram_write_data 14, dut_sram_read_address 12
dut_sram_write_address 12, Win 9, busy 1
[worst max path at each step]
stage                    start                     end  slack, ps  cells past startpoint
CTS           current_state[6]               wr_enable       4680                      3
global route            Win[0]  dut_sram_write_data[6]       4490                     10
finish                  Win[0]  dut_sram_write_data[8]       4700                     11
[cell type report]
class                      count  area [um^2]
sequential                   143         3400
tap                          229          287
clock buffer                  18          439
inverter                      74          278
multi-input combinational    634         5360
clock inverter                14          166
fill                        1459         7330
timing repair buffer          80          768
Power figures rest on the tool's default switching activity, not on a simulated workload.
